==> /design/flow/design.v <==
module Stack #(
    parameter DEPTH = 127,   
    parameter WIDTH = 31     
) (
    input clk,
    input push,   
    input [WIDTH:0] push_data,
    input [2:0] pop,   
    output [WIDTH:0] preview0,   
    output [WIDTH:0] preview1   
);
    reg [$clog2(DEPTH):0] stack_ptr = 0;
    reg [WIDTH:0] stack[DEPTH:0];
    always @(posedge clk) begin
        if ((push == 1) && (stack_ptr < DEPTH)) begin   
            stack[stack_ptr] <= push_data;
            stack_ptr <= stack_ptr + 1;
        end else if (stack_ptr >= pop) begin   
            stack_ptr <= stack_ptr - pop;
        end
    end
    assign preview0 = (stack_ptr > 0) ? stack[stack_ptr-1] : 0;
    assign preview1 = (stack_ptr > 1) ? stack[stack_ptr-2] : 0;
endmodule
==> /design/flow/run.sh <==
#!/bin/bash
# OpenROAD 26Q1-2900-gdf79404cd8, Yosys 0.63+post, stock flow scripts
make -C /OpenROAD-flow-scripts/flow DESIGN_CONFIG=/design/flow/config.mk WORK_HOME=/design/flow/orfs finish
==> /design/flow/config.mk <==
export PLATFORM = sky130hd
export DESIGN_NAME = Stack
export DESIGN_NICKNAME = Stack
export VERILOG_FILES = /design/flow/design.v
export SDC_FILE = /design/flow/constraint.sdc
export NUM_CORES = 4
export LEC_CHECK = 1
export CORE_UTILIZATION = 30
==> /design/flow/constraint.sdc <==
current_design Stack

set clk_period 220.5
set clk_io_pct 0.2

create_clock -name clk0 -period $clk_period [get_ports {clk}]

set non_clock_inputs [all_inputs -no_clocks]
set_input_delay [expr $clk_period * $clk_io_pct] -clock clk0 $non_clock_inputs
set_output_delay [expr $clk_period * $clk_io_pct] -clock clk0 [all_outputs]
==> flow_summary.ini <==
; implementation run metrics
[layout]
post-route-util_pct = 34.6
mostFrequentLayoutCells = edfxtp_1, mux4_2, buf_4, clkbuf_16, nand2_1
layout_top_cell = edfxtp_1
syn_to_final_growth_pct = 14.8
flop_area_sq_um = 123000
mi_logic_area_sq_um = 64000
nFillCells = 56700
drive_gt1_share_pct = 43.6
stdcell_count = 17700

[power]
switching_share_pct = 40.6
combPwrFrac_pct = 55.6
internal_power_uw = 2140
peakVddDrop_mv = 0.0192
p_switching_uw = 1460
p_total_uw = 3600
power_density_nw_per_um2 = 16.6
p_leak_uw = 0.0653
clockPowerShare_pct = 19.8
sequentialPowerShare_pct = 24.5

[run]
warnings = 38
max-cap-violations = 0

[clock_tree]
cts_root_buf = clkbuf_16
cts_sinks = 4104
cts_hold_buffers = 0
clkSlewWorstSetupHoldPaths_ns = 0.07
cts_tree = yes
clkLatencyLatePin_ns = 1.04
h-tree-depth = 5
cts_buffers = 410
clock_path_buffers = 4
postCtsResizedCells = 0
post_cts_buffers = 0

[logic_synthesis]
synth-cells-yosys = 8245
synth_warnings = 1
synth.top_cell.area_share_pct = 65.2
ys_seq_share_pct = 65.2
synthCells = 8245
netlist_area_sq_um = 189000
ys.flops = 4104
yosys.area.top_type = edfxtp_1
flop_cell = edfxtp_1
top_cells_by_area = edfxtp_1, mux4_2, buf_2
synth.distinct_cells = 55
async_reset_ff_share_pct = 0
ys_chip_area_sq_um = 189000
syn_avg_cell_area_sq_um = 22.9
edf_count = 4104

[final_timing]
tightest_slew_ns = 1.21
setup-violations-final = 0
skew_ns = 0.0615
rsz0062_at_grt = no
timing.fmax_ghz = 0.0185
tns_ns = 0
relSlewSlack_pct = 19.4
finalMaxSlewViolations = 0
finalCriticalPeriod_ns = 53.95
hold_viol = 0
finalCritPeriodShare_pct = 24.5

[setup_path]
required_ns = 176.40
cp_common_cell = buf_4
cp_slowest_cell = buf_4
crit_family = buffers and inverters
max_stage_delay_ns = 0.71
crit_type = reg -> out
path_buffers = 10
cp.arrival_ns = 9.85
cp_max_fo = 46
start_kind = flip-flop
crit_path_end_kind = output pin
crit_chain = buf_4, buf_4, buf_4, buf_4, buf_4, buf_4, buf_4, buf_4, mux4_2, mux4_2, mux2i_1, o22ai_2, buf_4, a221o_1, clkdlybuf4s50_1

[floorplanning]
die_w_microns = 796
dieArea_sq_um = 634000
floorplan.core_util_pct = 30.1
core_area_sq_um = 628000
boundaryPins = 101
row_count = 291
fp.dieH_microns = 796

[global_routing]
grt_first_pass_wirelength_microns = 866000
grt_max_degree = 106
grt-ovfl-total = 0
grtUsageTotal_pct = 21.2
grt_pass1_vias = 112000
antenna_found_initial = 75

[placed_design]
dp.cells = 16600
dp_hpwl_microns = 383000
gp_congestion = 1.00
io_buffers = 100

[drt]
ant_nets = 0
wl_microns = 623000
post-route-drc-count = 0
vias_per_cell = 5.61
vias = 99100
first_pass_iters = 7
routedWlPerCell_microns = 35.3
first_iter_violations = 6934

[status]
status = finished, final reports clean

[hold_path]
hold_path_class = reg -> reg
==> power groups by stage <==
stage | clock [uW] | sequential, uW | combinational [uW]
5_1_grt | 752 | 884 | 2070
6_report | 714 | 883 | 2000
4_1_cts | 724 | 883 | 1970
==> worst reg2reg max path, stage by stage, from the launching register on <==
cell and delay (ns):
edfxtp_1 0.46, buf_12 0.35, buf_4 0.53, ha_1 0.33, nand3_1 0.15, o21ai_0 0.14, or3_1 0.72, nor2_4 0.89
buf_4 0.72
==> worst paths after layout <==
path                     startpoint                        to  slack (ns)  cells after the start
min          stack_ptr[7]$_DFFE_PP_    stack_ptr[7]$_DFFE_PP_        0.74                      2
min reg2reg  stack_ptr[7]$_DFFE_PP_    stack_ptr[7]$_DFFE_PP_        0.74                      2
max reg2reg  stack_ptr[1]$_DFFE_PP_  stack[120][29]$_DFFE_PP_      215.78                      8
max          stack_ptr[0]$_DFFE_PP_               preview1[5]      166.55                     15
==> metrics by stage <==
step / area (sq um) / setup WS (ns) / hold slack (ns)
detailed placement: 203000 / 167.64 / 0.719
global route: 217000 / 165.97 / 0.790
finish: 217000 / 166.55 / 0.744
floorplan: 189000 / 172.00 / 0.686
CTS: 216000 / 166.49 / 0.738
global placement: 203000 / 167.78 / 0.714
==> metal layers <==
| layer | vias up | part of all wire, % | wire length, microns | track usage [%] |
|---|---|---|---|---|
| li1 | 38300 | - | - | - |
| met4 | 116 | 4.9 | 30800 | 7.93 |
| met5 | - | 0.91 | 5680 | 10.7 |
| met3 | 1377 | 24 | 148000 | 22.7 |
| met2 | 8900 | 44 | 276000 | 29.5 |
| met1 | 50400 | 26 | 163000 | 18.5 |
==> area by class of cell <==
cell class / instances / area share [%]
multi-input combinational: 3473 / 29.5
clock inverter: 270 / 1.30
timing repair buffer: 615 / 2.27
clock buffer: 487 / 4.95
inverter: 11 / 0.0190
sequential: 4104 / 56.8
antenna: 357 / 0.412
tap: 8350 / 4.81
==> flip-flops by register name (all words and copies together) (netlist names) <==
name and count:
stack_ptr 8, stack 4096
==> kinds of logic (layout without fill, tap and decap cells) <==
kind of cell | Yosys count | in the layout | share of synthesized area, %
adder cells (fa/ha/maj) | 13 | 13 | 0.0900
buffers and inverters | 668 | 1383 | 1.63
flip-flops | 4104 | 4104 | 65.2
multiplexers | 2683 | 2683 | 31.1
AND-OR/OR-AND | 220 | 220 | 0.764
XOR/XNOR | 16 | 16 | 0.0741
other | 0 | 357 | 0
AND/OR/NAND/NOR | 541 | 541 | 1.21
==> Yosys cell counts (all sizes together) (2+ instances only) <==
cell        n
a41o        3
mux2       65
a221o      32
xnor2      10
o2111a      2
mux2i      76
nor3       12
a2bb2oi     2
nor4        2
or4        25
edfxtp   4104
a311o       4
a21o        3
clkbuf    243
or3         4
ha         12
inv        11
nor2b       2
mux4     2542
o22ai      32
buf       414
a211oi      4
nand4      19
a2111oi     4
xor2        6
o21ai       8
nor3b       2
and3        4
and2        4
nand2b      3
nand3      28
a32o        2
nand2     293
a21oi     108
a311oi      2
a31oi       4
nor2      142
Power and IR drop assume default switching activity.
