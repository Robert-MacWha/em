<file path="flow/run.sh">
#!/bin/bash
# OpenROAD 26Q1-2900-gdf79404cd8, Yosys 0.63+post, stock flow scripts
make -C /OpenROAD-flow-scripts/flow DESIGN_CONFIG=/design/flow/config.mk WORK_HOME=/design/flow/orfs finish
</file>
<file path="flow/config.mk">
export PLATFORM = sky130hd
export DESIGN_NAME = Counter
export DESIGN_NICKNAME = Counter
export VERILOG_FILES = /design/flow/design.v
export SDC_FILE = /design/flow/constraint.sdc
export NUM_CORES = 4
export LEC_CHECK = 1
export CORE_AREA = 10 10 73 73
export DIE_AREA = 0 0 83 83
</file>
<file path="flow/constraint.sdc">
current_design Counter

set clk_period 1.7
set clk_io_pct 0.2

create_clock -name clk0 -period $clk_period [get_ports {clk}]

set non_clock_inputs [all_inputs -no_clocks]
set_input_delay [expr $clk_period * $clk_io_pct] -clock clk0 $non_clock_inputs
set_output_delay [expr $clk_period * $clk_io_pct] -clock clk0 [all_outputs]
</file>
<file path="flow/design.v">
module Counter #(
    parameter WIDTH = 11
) (
    input                clk,
    input                rst,
    input                load_sig,   
    input                inc_sig,    
    input      [WIDTH:0] load_val,   
    output reg [WIDTH:0] ctr
);
    always @(posedge clk or posedge rst) begin
        if (rst == 1) begin
            ctr <= 0;
        end else begin
            if (load_sig == 1) begin
                ctr <= load_val;
            end else if (inc_sig == 1) begin
                ctr <= ctr + 1;
            end
        end
    end
endmodule
</file>
==> results.json <==
{
  "top_cell_area_share_pct": 42.3,
  "end_kind": "output pin",
  "viasPerCell": 4.38,
  "fin_worst_skew_ns": 0.00110,
  "htreeDepth": 1,
  "warning_count": 25,
  "place_ws_ns": -0.178,
  "setup_viol": 0,
  "top_regs": "ctr (12)",
  "grtUsageTotal_pct": 5.77,
  "insertion_delay_ns": 0.24,
  "ant_nets": 0,
  "post_cts.repair.setup_buffers": 0,
  "tightest_slew_ns": 0.492,
  "row_count": 22,
  "power_density_mw_per_mm2": 767,
  "flop_cell": "dfrtp_1",
  "yosysTopAreaCell": "dfrtp_1",
  "grt_pass1_vias": 740,
  "worstPathRequired_ns": 1.36,
  "vias": 700,
  "crit_chain": "clkdlybuf4s50_1",
  "drt-met1-wl_um": 981,
  "worst-setup-path-type": "reg -> out",
  "final.setup.tns_ns": 0,
  "die_w_um": 83,
  "num-fill-cells": 394,
  "top_cell": "dfrtp_1",
  "synth_area_um2": 711,
  "cts_buffers": 3,
  "dieArea_mm2": 0.00689,
  "ys_top_cells_by_count": "dfrtp_1, nand2_1, nand3_1, o21ai_0, or4_1",
  "arrival_ns": 1.24,
  "syn2layout_area_growth_pct": 60.9,
  "power_leakage_nw": 0.450,
  "cts.clk_slew.worst_paths_ns": 0.05,
  "synth_cell_types": 25,
  "antenna_cells": 0,
  "edf_count": 0,
  "r2r.worst_path.cells": 4,
  "path_buffers": 1,
  "synth.area.top_cells": "dfrtp_1, nand4_4, nand2_1",
  "grt_max_degree": 16,
  "root_buffer": "clkbuf_8",
  "totalWireLength_um": 1970,
  "dr.pass1.iters": 2,
  "yosysWarnings": 1,
  "fmax_ghz": 0.635,
  "critical_path.max_stage_delay_ns": 0.52,
  "rsz0062_at_grt": "false",
  "synth_cells": 76,
  "remaining_drc_errors": 0,
  "instances_no_fill": 160,
  "dp_hpwl_um": 1560,
  "grt_pass1_wl_um": 3450,
  "wl_per_cell_um": 12.3,
  "peakVddDrop_uv": 465,
  "maxSlewViolCount": 0,
  "maxCapViolations": 0,
  "gr-total-overflow": 0,
  "synth_seq_share_pct": 42.3,
  "clockBufferDepth": 2,
  "route.top_layer_used": "met3",
  "core_area_mm2": 0.00374,
  "hold_path_class": "in -> async",
  "dr_wl_met2_um": 791,
  "cp_top_family": "buffers and inverters",
  "synthArstFlopShare_pct": 100,
  "cts.sinks": 12,
  "largest_reg_flops": 12,
  "yosysCellCount": 76,
  "finalCritPeriodShare_pct": 92.7,
  "port_buffers": 27,
  "globalplace.congestion": 0.811,
  "cp_num_cells": 1,
  "slew_headroom_pct": 67.2,
  "outcome": "completed",
  "ioPinCount": 28,
  "p_total_uw": 877,
  "cp_slowest_cell": "clkdlybuf4s50_1",
  "setup_ws_ns": 0.124,
  "drive_above_1_share_pct": 14.3,
  "dp.cells": 156,
  "ys.flops": 12,
  "cp-start-kind": "flip-flop",
  "dr_wl_met3_um": 192,
  "avgSynthCellArea_um2": 9.35,
  "finalHoldViolations": 0,
  "die_h_um": 83,
  "path_max_fanout": 6,
  "fp_util_pct": 19.0,
  "top_register": "ctr",
  "cts_tree": "yes",
  "initialDrtViolationCount": 53,
  "antenna_found_initial": 0,
  "yosys-stat-area_um2": 711,
  "layout_min_cycle_time_ns": 1.58
}
-- metrics by stage --
stage | hold slack [ns] | cell area, um2 | utilization [%]
finish | 0.430 | 1140 | 30.5
global route | 0.478 | 1140 | 30.5
CTS | 0.442 | 1140 | 30.5
global placement | 0.562 | 1090 | 29.0
floorplan | 0.205 | 711 | -
detailed placement | 0.562 | 1090 | 29.0
-- layer usage --
layer | track usage (%) | up-vias
li1 | - | 357
met4 | 0.308 | 0
met3 | 3.15 | 0
met1 | 7.96 | 321
met5 | 0 | -
met2 | 8.03 | 22
-- layout by cell type (no fill, tap or decap), drive strengths merged, types with 3 or more instances in the layout --
cell	count
buf	8
clkbuf	4
clkdlybuf4s50	26
dfrtp	12
inv	3
nand2	11
nand3	8
nand4	3
nor2	3
o211ai	3
o21ai	7
or4	6
xor2	3
-- where the power goes --
part           switching, mW  leakage [nW]  internal (mW)
clock network          0.102        0.0288          0.204
logic                 0.0739         0.281          0.137
registers             0.0430         0.141          0.318
-- final timing paths --
path | from | endpoint | slack (ns)
max | ctr[3] | ctr[3] | 0.12
min | rst | ctr[3] | 0.43
max reg2reg | ctr[0] | ctr[8] | 0.24
min reg2reg | ctr[11] | ctr[11] | 0.59
max in group asynchronous | rst | ctr[5] | 0.94
min in group clk0 | ctr[11] | ctr[11] | 0.59
-- final cells by class --
cell class              instances  area, um2  area share [%]
multi-input cells              58        384            33.6
repair buffers                 35        333            29.1
flip-flops and latches         12        300            26.3
well taps                      48       60.1            5.25
clock buffers                   4       55.1            4.81
inverters                       3       11.3           0.985
-- timing repair --
action,4_1_cts,5_1_grt
hold buffers,0,0
resized,0,1
endpoints found under the hold margin,0,0
endpoints found under the setup margin,0,1
-- cell families after synthesis --
logic type | share of synthesized area (%)
xor+xnor | 4.93
fa+ha+maj | 1.76
simple gates | 31.7
flops | 42.3
compound gates | 14.3
buf+inv | 3.70
mux | 1.41
Power and IR drop assume default switching activity.
